### design/flow/run.sh
#!/bin/bash
# OpenROAD 26Q1-2900-gdf79404cd8, Yosys 0.63+post, stock flow scripts
make -C /OpenROAD-flow-scripts/flow DESIGN_CONFIG=/design/flow/config.mk WORK_HOME=/design/flow/orfs finish
### design/flow/config.mk
export PLATFORM = sky130hd
export DESIGN_NAME = data_path
export DESIGN_NICKNAME = data_path
export VERILOG_FILES = /design/flow/design.v
export SDC_FILE = /design/flow/constraint.sdc
export NUM_CORES = 4
export LEC_CHECK = 1
export CORE_UTILIZATION = 30
### design/flow/constraint.sdc
current_design data_path

set clk_period 25.6
set clk_io_pct 0.2

create_clock -name clk0 -period $clk_period [get_ports {clk}]

set non_clock_inputs [all_inputs -no_clocks]
set_input_delay [expr $clk_period * $clk_io_pct] -clock clk0 $non_clock_inputs
set_output_delay [expr $clk_period * $clk_io_pct] -clock clk0 [all_outputs]
### design/flow/design.v
module ALU(input [31:0]in1, in2, 
		   input [2:0]ALUOperation, 
		   output reg [31:0]ALUOut, 
		   output reg ov, zero);
initial
begin
	ov = 0;
	zero = 0;
end
	always @(in1 or in2 or ALUOperation)
	begin
		case(ALUOperation)
		0: begin
			ALUOut = in1 & in2;
			if(ALUOut==0)
			zero = 1;
			else
			zero = 0;
			end
		1: begin
			ALUOut = in1 | in2;
			if(ALUOut==0)
			zero = 1;
			else 
			zero = 0;
			end
		2: begin
			ALUOut = in1 + in2 ;
			if(ALUOut==0)
			zero = 1;
			else 
			zero = 0;
			if( (in1[31]==in2[31]) && (in1[31] != ALUOut[31]))
			ov = 1;
			else
			ov = 0;
			end
		6: begin
			ALUOut = in1 - in2;
			if(ALUOut==0)
			zero = 1;
			else 
			zero = 0;
			if( (in1[31]!= in2[31]) && ( in2[31] == ALUOut[31]))
			ov = 1;
			else
			ov = 0;
			end
		7: if (in1 < in2)
			ALUOut = 1;
		   else
			ALUOut = 0;
		default: ALUOut = 0;
	endcase
end
endmodule
module ALUCtrl(input [1:0] ALUopcode, 
			   input [5:0] funct, 
			   output reg [2:0] ALUOperation);
	always@(ALUopcode or funct)
		begin
			case(ALUopcode)
				0: ALUOperation = 3'b010;
				1: ALUOperation = 3'b110;
				2: case(funct)
				1: ALUOperation = 3'b010;
				34: ALUOperation = 3'b110;
				36,44: ALUOperation = 3'b000;
				37,45: ALUOperation = 3'b001;
				7: ALUOperation = 3'b111;
				default: ALUOperation = 3'b101;
			endcase
				default: ALUOperation = 3'b101;
			endcase
		end
endmodule
module control_unit(input rst, 
					input [5:0] opcode,
					output reg Jump, RegDst, MemWrite, ALUSrc, MemtoReg, RegWrite, MemRead, Branch,
					output reg [1:0] ALUopcodecode);
	always @(*)
		begin
		  if(!rst) 
			begin
			RegDst <= 0;
			ALUSrc <= 0;
			MemtoReg <= 0;
			MemWrite <= 0;
			MemRead <= 0;
			Branch <= 0;
			RegWrite <= 0;
			ALUopcodecode <= 0;
			Jump <= 0;
			end
		else 
			begin
				case (opcode)
			6'b000000 : begin
					RegDst <= 1;
					Branch <= 0;
					ALUSrc <= 0;
					MemtoReg <= 0;
					MemWrite <=0;
					RegWrite <= 1;
					MemRead <= 0;
					ALUopcodecode <= 2'b10;
					Jump <= 0;
						end
			6'd35 : begin
			RegDst <= 0;
					Branch <= 0;
					ALUSrc <= 1;
					MemtoReg <= 1;
					MemWrite <=0;
					RegWrite <= 1;
					MemRead <= 1;
					ALUopcodecode <= 2'b00;
					Jump <= 0;
					end
			6'd4 : begin 
					RegDst <= 0;
					Branch <= 1;
					ALUSrc <= 0;
					MemtoReg <= 0;
					MemWrite <= 0;
					RegWrite <= 0;
					MemRead <= 0;
					ALUopcodecode <= 2'b01;
					Jump <= 0;
					end
			6'd5 : begin 
					RegDst <= 0;
					Branch <= 1;
					ALUSrc <= 0;
					MemtoReg <= 0;
					MemWrite <=0;
					RegWrite <= 0;
					MemRead <= 0;
					ALUopcodecode <= 2'b01;
					Jump <= 0;
					end
			6'd2 : begin 
					RegDst <= 0;
					Branch <= 0;
					ALUSrc <= 0;
					MemtoReg <= 0;
					MemWrite <=0;
					RegWrite <= 0;
					MemRead <= 0;
					ALUopcodecode <= 2'b00;
					Jump <= 1;
					end
			6'd8 : begin 
					RegDst <= 0;
					Branch <= 0;
					ALUSrc <= 1;
					MemtoReg <= 0;
					MemWrite <=0;
					RegWrite <= 1;
					MemRead <= 0;
					ALUopcodecode <= 2'b00;
					Jump <= 0;
					end
			6'd7 : begin
					RegDst <= 0;
					Branch <= 0;
					ALUSrc <= 1;
					MemtoReg <= 0;
					MemWrite <=0;
					RegWrite <= 1;
					MemRead <= 0;
					ALUopcodecode <= 2'b00;
					Jump <= 0;
					end
			6'd12 : begin 
					RegDst <= 0;
					Branch <= 0;
					ALUSrc <= 1;
					MemtoReg <= 0;
					MemWrite <=0;
					RegWrite <= 1;
					MemRead <= 0;
					ALUopcodecode <= 2'b00;
					Jump <= 0;
					end
			6'd13 : begin 
					RegDst <= 0;
					Branch <= 0;
					ALUSrc <= 1;
					MemtoReg <= 0;
					MemWrite <=0;
					RegWrite <= 1;
					MemRead <= 0;
					ALUopcodecode <= 2'b00;
					Jump <= 0;
					end
			endcase
			end
	end
	endmodule
module data_memory  (input rst, 
					 input [31:0]mem_access_addr, mem_write_data, 
					 input mem_write_en, mem_read, 
					 output [31:0]mem_read_data);  
integer i;  
reg [31:0] ram [255:0];  
wire [7 : 0] ram_addr = mem_access_addr[8 : 1];  
	always @(*) 
		begin
			if(!rst) 
			begin  
				for(i=0;i<256;i=i+1)  
					ram[i] <= 32'd0;  
			end  
			else if (mem_write_en)  
                ram[ram_addr] <= mem_write_data;  
		end  
	assign mem_read_data = (mem_read==1'b1) ? ram[ram_addr]: 32'd0;  
 endmodule
module data_path(input clk, rst, 
				 output [31:0]data);
reg [31:0]PC_out;
wire overflow, zero, mux_sel_PC;
wire [31:0]PC_in, PC_4,instr, jmp_addr, sign_ext_data, data_for_alu_unit, add_alu, ALUOut;
wire [4:0]rs, rt, wrd;
wire [31:0]rd1, rd2, write_data, alu_res_mux, out_for_mux2, data_from_memory;
wire [1:0]ALUopcodecode;
wire [2:0]ALUOperation;
wire RegDst, MemtoReg, RegWrite, Jump, MemRead, Branch, ALUSrc, MemWrite;
  always @(posedge clk)
    begin
      if(!rst||data>32'd9999)
	  begin
        PC_out <= 0;
	  end
      else
        PC_out <= PC_in;
    end
Adder a1(.in1(PC_out),.in2(4),.adder_out(PC_4));
instruction_memory im(.address(PC_out),.instruction(instr));
jump_address j1(.inst(instr[25:0]),.pc_segment(PC_4[31:28]),.jump_address_out(jmp_addr));
assign rs = instr[25:21];
assign rt = instr[20:16];
assign wrd = RegDst ? instr[15:11] : instr[20:16];
register_bank rb(.clk(clk),.rst(rst),.write_en(RegWrite),.reg_write_dest(wrd), .reg_write_data(write_data),.reg_1_read_addr(rs),.reg_2_read_addr(rt),.reg_1_read_data(rd1),.reg_2_read_data(rd2), .data_out(data));
sign_extend se(.in1(instr[15:0]),.out(sign_ext_data));
shifter_block shf(.in1(sign_ext_data),.shift_out(add_alu));
Adder a2(.in1(PC_4),.in2(add_alu),.adder_out(alu_res_mux));
control_unit ctrl(.rst(rst),.opcode(instr[31:26]),.Jump(Jump),.RegDst(RegDst),.RegWrite(RegWrite),.ALUopcodecode(ALUopcodecode),.MemtoReg(MemtoReg),.Branch(Branch),.MemRead(MemRead),.ALUSrc(ALUSrc),.MemWrite(MemWrite));
ALUCtrl alu_ctrl(.ALUopcode(ALUopcodecode),.funct(instr[5:0]),.ALUOperation(ALUOperation));
assign data_for_alu_unit = ALUSrc ? sign_ext_data : rd2;
ALU alu_unit(.in1(rd1), .in2(data_for_alu_unit), .ALUOperation(ALUOperation), .ALUOut(ALUOut), .ov(overflow), .zero(zero));
and and_gate1(mux_sel_PC,Branch,zero);
mux m1(.s1(alu_res_mux),.s0(PC_4),.sel(mux_sel_PC),.mux_out(out_for_mux2));
mux m2(.s0(out_for_mux2),.s1(jmp_addr),.sel(Jump),.mux_out(PC_in));
data_memory dm(.rst(rst),.mem_access_addr(ALUOut),.mem_write_data(data_for_alu_unit),.mem_write_en(MemWrite),.mem_read(MemRead), .mem_read_data(data_from_memory));
mux m3(.s0(ALUOut),.s1(data_from_memory),.sel(MemtoReg),.mux_out(write_data));
endmodule
module instruction_memory ( input [31:0]address, output reg [31:0]instruction );
reg [31:0]program_memory[0:50];
initial
begin 
program_memory[0] = 32'b000111_01010_01100_0000000000000001;  
program_memory[1] = 32'b000111_01010_01100_0000000000000001;  
program_memory[2] = 32'b000000_01100_00010_00010_00000_100000;  
program_memory[3] = 32'b000000_01100_01000_00010_00000_100000;  
program_memory[4] = 32'b000000_00001_00010_00011_00000_100000;  
program_memory[5] = 32'b000000_00111_00010_00001_00000_100000;  
program_memory[6] = 32'b000000_00111_00011_00010_00000_100000;  
program_memory[7] = 32'b000000_01000_00000_00110_00000_100000;  
program_memory[8] = 32'b000000_00110_00111_00000_00000_100000;  
program_memory[9] = 32'b000100_00000_00101_00000_00000_000001;  
program_memory[10] = 32'b000100_00000_00101_00000_00000_000001;  
program_memory[11] = 32'b000010_00000_00000_00000_00000_000001;  
program_memory[12] = 32'b000010_00000_00000_00000_00000_001000;  
end
  always @(*)
		begin
			instruction[31:24] = program_memory[address/4][31:24];
			instruction[23:16] = program_memory[address/4][23:16];
			instruction[15:8] = program_memory[address/4][15:8];
			instruction[7:0] = program_memory[address/4][7:0];
		end
endmodule
module register_bank  
(input clk,  input rst,  
 input write_en,  
 input [4:0] reg_write_dest,  
 input [31:0] reg_write_data,  
 input [4:0] reg_1_read_addr, 
 input [4:0] reg_2_read_addr,  
 output [31:0] reg_1_read_data,    
 output [31:0] reg_2_read_data,
 output [31:0]data_out
);  
reg [31:0]reg_bank [31:0];  
	always @ (negedge clk ) 
		begin
			if(!rst) begin  
				reg_bank[0] <= 32'b0;    
				reg_bank[1] <= 32'b0;
				reg_bank[2] <= 32'b0;
                reg_bank[3] <= 32'b0;
                reg_bank[4] <= 32'b0;
                reg_bank[5] <= 32'b0;
                reg_bank[6] <= 32'b0;
                reg_bank[7] <= 32'b0;
                reg_bank[8] <= 32'b0;
                reg_bank[9] <= 32'b0;
                reg_bank[10] <= 32'b0;    
                reg_bank[11] <= 32'b0;
                reg_bank[12] <= 32'b0;
                reg_bank[13] <= 32'b0;
                reg_bank[14] <= 32'b0;
                reg_bank[15] <= 32'b0;
                reg_bank[16] <= 32'b0;
                reg_bank[17] <= 32'b0;
                reg_bank[18] <= 32'b0;  
                reg_bank[19] <= 32'b0;
                reg_bank[20] <= 32'b0;    
                reg_bank[21] <= 32'b0;
                reg_bank[22] <= 32'b0;
                reg_bank[23] <= 32'b0;
                reg_bank[24] <= 32'b0;
                reg_bank[25] <= 32'b0;
                reg_bank[26] <= 32'b0;
                reg_bank[27] <= 32'b0;
                reg_bank[28] <= 32'b0;  
                reg_bank[29] <= 32'b0;
				reg_bank[30] <= 32'b0;
				reg_bank[31] <= 32'b0;
			end  
			else if (write_en)    
				reg_bank[reg_write_dest] <= reg_write_data;    
			end  
	assign reg_1_read_data = reg_bank[reg_1_read_addr];  
	assign reg_2_read_data = reg_bank[reg_2_read_addr];  
	assign data_out = reg_bank[2][31:0];
 endmodule
module Adder (input [31:0]in1, in2, 
			  output [31:0]adder_out);
assign adder_out = in1 + in2;
endmodule  
module jump_address(input [25:0]inst, 
					input [3:0]pc_segment, 
					output [31:0]jump_address_out);
assign jump_address_out[31:28] = pc_segment[3:0];
assign jump_address_out[27:2] = inst[25:0];
assign jump_address_out[1:0] = 2'b00;
endmodule
module mux(input [31:0]s0, s1, 
		   input sel, 
		   output [31:0]mux_out);
assign mux_out = sel?s1:s0;
endmodule
module shifter_block(input [31:0]in1, output [31:0]shift_out);
assign shift_out = in1<<2;
endmodule
module sign_extend(input [15:0]in1, output [31:0]out);
assign out[15:0] = in1[15:0];
assign out[31:16] = {16{in1[15]}};
endmodule
==> flow_summary.json <==
{
  "status": "finished, final reports clean",
  "synth-edff-count": 512,
  "slowest_delay_ps": 550,
  "synth_cell_type_count": 91,
  "rows": 119,
  "hpwl_mm": 69.1,
  "critPathArrivalTime_ps": 7910,
  "area_growth_pct": 18.3,
  "crit_end": "rb.reg_bank[8][21]",
  "first_global_vias": 25300,
  "grt_usage_pct": 20.5,
  "untimed_endpoints": 7,
  "worst_slew_pin_slew_ps": 906,
  "drc": 0,
  "cts_setup_buffers": 0,
  "powerDensity_nw_per_um2": 65.2,
  "wire_per_inst_um": 23.3,
  "yosysChipArea_um2": 31800,
  "synth_top_area_share_pct": 48.3,
  "path_clk_slew_ps": 70,
  "cts_resized": 0,
  "root_buffer": "clkbuf_16",
  "skew_ps": 47.0,
  "warnings": 603,
  "post_drt_via_cell_ratio": 5.32,
  "worstSetupStartpointType": "input port",
  "cts_tree": "done",
  "critPathRequiredTime_ps": 13080,
  "die_area_um2": 107000,
  "initialDrtViolationCount": 1817,
  "timing.rr.end": "rb.reg_bank[8][30]",
  "die_h_um": 328,
  "vias": 23500,
  "path_class": "input port to register",
  "leakagePower_nw": 15.5,
  "ys_cells": 2508,
  "post-synth-top-count-cell": "nor2_1",
  "synth_top_cell_by_area": "edfxtp_1",
  "worstSetupEndpointType": "register",
  "yosys_warnings": 8,
  "tns_ps": 0,
  "grt_max_degree": 56,
  "ys_async_sr_fraction_pct": 0,
  "crit_fanout": 33,
  "grt_antenna_before_repair": 1,
  "place.gp.congestion": 0.929,
  "reg2reg_from": "instr[16]",
  "unclocked_pins": 7,
  "startpoint": "rst",
  "fin_hold_ws_ps": 651,
  "cts_htree_levels": 2,
  "coreArea_um2": 105000,
  "ios": 34,
  "reg2regPathDepth": 18,
  "synth-seq-cells": 540,
  "setup_viol": 0,
  "synth_area_per_cell_um2": 12.7,
  "flop_cell": "edfxtp_1",
  "firstDrtPassIters": 6,
  "r2r_slack_ps": 5590,
  "vdd_drop_max_mv": 0.0592,
  "cts_hold_buf": 0,
  "slowest_stage": "nand2_2",
  "finalHoldViolations": 0,
  "wl_mm": 103,
  "clk_latency_ps": 670,
  "initial_core_util_pct": 30.2,
  "drive_gt1_share_pct": 18.4,
  "hold_depth": 2,
  "grt_first_pass_wirelength_mm": 153,
  "top_cells_by_count": "586 x nor2_1, 512 x edfxtp_1, 293 x mux4_2",
  "yosys-top-cells-area": "edfxtp_1 48%, mux4_2 21%, nor2_1 6.9%",
  "postSynthCellCount": 2508,
  "numPortBuffers": 33,
  "min_path_type": "register to register",
  "synth_area_um2": 31800,
  "relSlewSlack_pct": 39.0,
  "overflow": 0,
  "maxSlewViolCount": 0,
  "die_w_um": 328,
  "worstPathCellList": "clkdlybuf4s50_1 -> buf_4 -> nand3_1 -> nor2_1 -> nand2_2 -> nand2_2 -> buf_4",
  "maxCapViolCount": 0,
  "ant_nets": 0,
  "rsz0062_at_grt": "no",
  "clock_path_buffers": 3,
  "cts_buffers": 57
}
[metal layers]
metal / share of wire [%] / wire length, um / up-vias / GRT usage, %
met5: 0.75 / 775 / - / 5.15
met4: 2.4 / 2460 / 12 / 6.45
met3: 16 / 16800 / 169 / 16.0
met2: 46 / 47900 / 1377 / 30.1
met1: 34 / 35100 / 11500 / 22.3
li1: - / - / 10500 / -
[critical path, delay by kind of cell]
| kind | cells | cell delay [ps] |
|---|---|---|
| buffers and inverters | 3 | 1210 |
| AND/OR/NAND/NOR | 4 | 1510 |
[flip-flops by register name, summed over array words and instances, names as in the netlist]
register            cells
rb.reg_bank           512
im.instruction         10
PC_out                  4
instr                   4
m2.s1                   3
ctrl.ALUopcodecode      2
alu_unit.zero           1
ctrl.ALUSrc             1
ctrl.Jump               1
ctrl.RegDst             1
ctrl.RegWrite           1
[layout make-up]
cell class | count | area, um2
Sequential cell | 540 | 15900
Timing Repair Buffer | 116 | 966
Tap cell | 1391 | 1740
Multi-Input combinational cell | 1669 | 14800
Clock buffer | 57 | 1430
Antenna cell | 1 | 2.50
Fill cell | 9941 | 67600
Clock inverter | 561 | 2490
Inverter | 85 | 319
[report_power, final]
group / internal, mW / switching (mW)
registers: 1.00 / 0.0221
logic: 0.0809 / 0.160
clock network: 0.641 / 0.552
total: 1.72 / 0.734
[metrics by stage]
| stage | total power, mW | instance area (um2) | cells | worst slack [ps] | util (%) |
|---|---|---|---|---|---|
| final | 2.46 | 37700 | 4420 | 5170 | 35.8 |
| after global routing | 2.60 | 37700 | 4420 | 4980 | 35.8 |
| after CTS | 2.48 | 37600 | 4419 | 5130 | 35.8 |
| after detailed placement | 1.39 | 33700 | 3802 | 4470 | 32.0 |
| after global placement | 1.39 | 33700 | 3802 | 4470 | 32.0 |
| after floorplan | 1.29 | 31800 | 2508 | 5740 | - |
[worst min path at each step]
stage / start / to / slack, ps
CTS: im.instruction[0] / PC_out[2] / 660
finish: im.instruction[0] / PC_out[2] / 650
global route: im.instruction[0] / PC_out[2] / 740
[cell families (layout without fill, tap and decap cells)]
| logic type | Yosys count | in the layout | share of synthesized area [%] |
|---|---|---|---|
| buf+inv | 299 | 819 | 3.91 |
| fa+ha+maj | 90 | 90 | 3.56 |
| simple gates | 851 | 851 | 11.5 |
| other cells | 0 | 1 | 0 |
| latches | 7 | 7 | 0.330 |
| mux | 335 | 335 | 22.1 |
| compound gates | 350 | 350 | 7.85 |
| xor+xnor | 43 | 43 | 1.18 |
| flops | 533 | 533 | 49.6 |
[placed cells by master, fill, tap and decap left out, types with 33 or more instances in the layout]
master and count:
a21oi_1 75, buf_4 82, clkbuf_16 57, clkdlybuf4s50_1 33
edfxtp_1 512, ha_1 89, inv_1 602, mux2i_1 40
mux4_2 293, nand2_1 51, nor2_1 586, nor2b_1 43
o21ai_0 44
Power figures rest on the tool's default switching activity, not on a simulated workload.
